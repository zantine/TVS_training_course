===== flow/design.v =====
module the_fifo (clk,
		 clr_fifo,
	         rd_fifo,
	         wr_fifo,
	         data_in,
	         data_out,
		 data_counter,
		 data_out_valid,
		 empty,
		 full);
   parameter fbits = 8;
   parameter pwidth = 2;
   parameter fdepth = (1<<pwidth);   
   input clk;
   input clr_fifo;
   input rd_fifo;
   input wr_fifo;
   input [fbits-1:0] data_in;
   output reg [fbits-1:0] data_out;
   output reg [pwidth:0]  data_counter;
   output reg  data_out_valid;
   output      empty;
   output      full;
   reg [pwidth-1:0]     nxt_wr;
   reg [pwidth-1:0]     nxt_rd;
   reg [fbits-1:0]    data_mem [0:fdepth-1];
   assign full  = ((nxt_wr == nxt_rd) && (data_counter == fdepth)); 
   assign empty = ((nxt_wr == nxt_rd) && (data_counter == 0));
   initial
     begin
        data_out = 32'bx;
        data_out_valid = 1'b0;
        nxt_wr = 0;
        nxt_rd = 0;
        data_counter = 0;
     end   
   always @ (posedge clk)  
     begin
        if (clr_fifo)
          begin
             nxt_wr <= 0;
          end
        else
          if (wr_fifo && !full)
            begin
               nxt_wr <= nxt_wr + 1;
            end
     end  
   always @ (posedge clk)  
     begin
        if (clr_fifo)
          begin
             nxt_rd <= 0;
          end
        else
          if (rd_fifo && !empty)
            begin
               nxt_rd <= nxt_rd + 1;
            end
     end  
   always @ (posedge clk)  
     begin
        if (clr_fifo)
          begin
             data_counter <= 0;
          end
        else
          begin  
             if ((rd_fifo && !wr_fifo && !empty) || (rd_fifo && full))
               begin  
                  data_counter <= data_counter - 1;
               end
             if ((wr_fifo && !rd_fifo && !full) || (wr_fifo && empty))
               begin  
                  data_counter <= data_counter + 1;
               end
           end  
     end  
   always @ (posedge clk)  
     begin
        if (clr_fifo)
          begin
             data_out_valid <= 0;
             data_out <= 32'bx;
          end
        else
          begin  
             if (rd_fifo && !empty)
               begin
                  data_out_valid <= 1;
                  data_out <= data_mem[nxt_rd];
               end
             else
               begin
                  data_out_valid <= 0;
                  data_out <= data_mem[nxt_rd];
               end
          end  
     end  
   always @ (posedge clk)  
     begin
        if (wr_fifo && !full && !clr_fifo)
          begin
             data_mem[nxt_wr] <= data_in;
          end
     end  
 endmodule  

===== flow/run.sh =====
#!/bin/bash
# OpenROAD 26Q1-2900-gdf79404cd8, Yosys 0.63+post, stock flow scripts
make -C /OpenROAD-flow-scripts/flow DESIGN_CONFIG=/design/flow/config.mk WORK_HOME=/design/flow/orfs finish

===== flow/config.mk =====
export PLATFORM = sky130hd
export DESIGN_NAME = the_fifo
export DESIGN_NICKNAME = the_fifo
export VERILOG_FILES = /design/flow/design.v
export SDC_FILE = /design/flow/constraint.sdc
export NUM_CORES = 4
export LEC_CHECK = 1
export CORE_UTILIZATION = 30

===== flow/constraint.sdc =====
current_design the_fifo

set clk_period 3.1
set clk_io_pct 0.2

create_clock -name clk0 -period $clk_period [get_ports {clk}]

set non_clock_inputs [all_inputs -no_clocks]
set_input_delay [expr $clk_period * $clk_io_pct] -clock clk0 $non_clock_inputs
set_output_delay [expr $clk_period * $clk_io_pct] -clock clk0 [all_outputs]

==> results.txt <==
status - finished clean
fraction of layout cells with a size suffix above 1 - 9.72%
dpl hpwl - 1900 µm
Fmax - 414 MHz
worst hold start - data_mem[0][0]$_DFFE_PP_
Routed Antenna Nets - 0
Num CTS Buffers - 5
Row Count - 28
syn avg cell area - 16.7 µm²
# DRC - 0
number of enable flip-flop cells - 32
distinct lib cells - 30
total power - 1.73 mW
skew final - 0.00767 ns
largest fanout on the critical path - 5
Final Util - 38.5%
1st-pass router iterations - 4
vias per inst - 4.64
CTS sink count - 48
via count - 1,017
Seq cells post-synth - 48
drt wl/cell - 13.4 µm
GR Overflow Total - 0
CP arrival - 1.80 ns
YS chip area - 1900 µm²
core area - 6030 µm²
P per Cell Area - 745 nW/µm²
unrepaired setup endpoints after global routing - no
FFs w/ async S/R, synth - 0%
Worst setup EP type - output port
mapped cell area - 1900 µm²
H-tree depth - 2
GRT Total Usage - 10.1%
Routability Congestion - 0.899
Die Ht - 81.7 µm
vias in the first global route - 1,029
Ys Warns - 1
Ports - 26
Slew Viols, Final - 0
static leakage - 0.797 nW
Cell Area, Placed - 2240 µm²
family with the most delay on the worst path - flip-flops
largest net degree at the start of global routing - 16
Dominant Register Cell - edfxtp_1
die area - 6670 µm²
setup violators final - 0
Setup crit start kind - flop
cells along the critical path - xnor2_1 -> and3_4 -> and2_1 -> clkdlybuf4s50_1
port bufs - 25
setup bufs post-CTS - 0
initial antenna violation count - 0
max cap viols - 0
Initial Util - 31.6%
Setup crit start - nxt_wr[0]$_SDFFE_PP0N_
Root Buffer - clkbuf_8
Buf/Inv on CP - 1
Final period util - 77.9%
Peak VDD IR - 0.356 mV
Slew HR - 69.2%
class of the worst hold path - flop to flop
required time of the critical path - 2.48 ns
final hold viol count - 0
Mapped Cells - 114
Synth Seq Share - 67.3%
Routed WL - 2940 µm
CP max stage delay - 0.45 ns
Final Instance Area - 2320 µm²
CTS tree - yes
min cycle time layout - 2.42 ns
slowest CP cell - dfxtp_1
Fin Setup TNS - 0 ns
Die X - 81.7 µm
actual slew at the worst max-slew pin - 0.462 ns
DR iter-0 viols - 37
maximum clock path buffer count - 2
critical path class - flop to output port
RR Startpoint - nxt_wr[0]$_SDFFE_PP0N_
setup ws final - 0.684 ns
Clk pin slew, worst setup/hold paths - 0.09 ns
CTS resizes - 0
Layout area overhead - 21.9%
stage-log warning count - 28
Yosys Instances - 114
first-pass GRT wire length - 4790 µm
# hold bufs at CTS - 0
insertion delay at the late pin of the worst-skew pair - 0.29 ns
diode count - 0
pre-CTS setup slack - 0.467 ns
## cells in the mapped netlist (2+ instances only)
| library cell | instances | share of area, % |
|---|---|---|
| a31oi_1 | 2 | 0.66 |
| a32oi_1 | 2 | 0.92 |
| and2_1 | 5 | 1.6 |
| clkbuf_1 | 2 | 0.39 |
| dfxtp_1 | 16 | 17 |
| edfxtp_1 | 32 | 50 |
| ha_1 | 5 | 3.3 |
| inv_1 | 3 | 0.59 |
| mux2i_1 | 2 | 1.1 |
| mux4_1 | 8 | 11 |
| nand3_1 | 2 | 0.53 |
| nor2_1 | 10 | 2.0 |
| o21ai_0 | 3 | 0.79 |
| xnor2_1 | 4 | 1.8 |
| xor2_1 | 3 | 1.4 |
## worst reg2reg max path: cells and delay by family, from the launching register on
family,cells,cell delay (ns)
simple gates,2,0.35
fa+ha+maj,1,0.24
compound gates,6,0.86
xor+xnor,2,0.31
flops,1,0.45
## power by group
part / switching, mW / internal, mW / leakage [nW]
logic: 0.205 / 0.328 / 0.331
clock network: 0.194 / 0.158 / 0.0412
registers: 0.0603 / 0.785 / 0.424
## state kept, by name, indices dropped and copies added (netlist names)
| register | count |
|---|---|
| nxt_rd | 2 |
| data_out_valid | 1 |
| data_mem | 32 |
| data_counter | 3 |
| data_out | 8 |
| nxt_wr | 2 |
## placed cells by master, fill, tap and decap left out, types with 2 or more instances in the layout
cell / synthesis / layout
dfxtp_1: 16 / 16
buf_4: 1 / 3
mux2i_1: 2 / 2
inv_1: 3 / 3
nor2_1: 10 / 10
xor2_1: 3 / 3
xnor2_1: 4 / 4
clkdlybuf4s50_1: 0 / 25
edfxtp_1: 32 / 32
a32oi_1: 2 / 2
and2_1: 5 / 5
o21ai_0: 3 / 3
mux4_1: 8 / 8
ha_1: 5 / 5
clkbuf_8: 0 / 5
nand3_1: 2 / 2
a31oi_1: 2 / 2
## cell families (layout without fill, tap and decap cells)
family | count (synthesis) | after routing | synth area share (%)
AOI/OAI and AO/OA | 12 | 12 | 4.80
xor gates and xnor gates | 8 | 8 | 4.07
and+or+nand+nor | 22 | 22 | 6.05
buffers and inverters | 9 | 39 | 2.43
DFF | 48 | 48 | 67.3
muxes | 10 | 10 | 12.1
adders and majority gates | 5 | 5 | 3.29
## metal layers
layer	track usage, %	wire length, µm	vias up
met5	0	0	-
met2	14.8	1280	44
met4	1.05	17	0
met1	14.6	1360	483
met3	5.07	279	2
li1	-	-	488
## metrics by stage
step	cells	hold slack, ns
4_1_cts	219	0.545
3_5_place_dp	211	0.532
3_3_place_gp	211	0.521
2_1_floorplan	114	0.513
6_report	219	0.536
5_1_grt	219	0.568
## area by class of cell
| cell class | count | area (µm²) |
|---|---|---|
| clock buffers | 6 | 72.6 |
| flip-flops and latches | 48 | 1280 |
| multi-input cells | 57 | 577 |
| repair buffers | 28 | 273 |
| inverters | 3 | 11.3 |
| fillers | 548 | 3700 |
| well taps | 75 | 93.8 |
| clock inverters | 2 | 12.5 |
## path summary, 6_finish.rpt
kind                                        to  slack [ns]  cells past startpoint
setup / recovery                          full        0.68                      4
hold / removal             data_out[0]$_DFF_P_        0.54                      1
setup reg to reg  data_counter[2]$_SDFFE_PP0P_        0.77                     11
hold reg to reg            data_out[0]$_DFF_P_        0.54                      1
Power and IR drop assume default switching activity.
