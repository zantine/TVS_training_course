==> flow/run.sh <==
#!/bin/bash
# OpenROAD 26Q1-2900-gdf79404cd8, Yosys 0.63+post, stock flow scripts
make -C /OpenROAD-flow-scripts/flow DESIGN_CONFIG=/design/flow/config.mk WORK_HOME=/design/flow/orfs finish
==> flow/config.mk <==
export PLATFORM = sky130hd
export DESIGN_NAME = simple_spi_top
export DESIGN_NICKNAME = simple_spi_top
export VERILOG_FILES = /design/flow/design.v
export SDC_FILE = /design/flow/constraint.sdc
export NUM_CORES = 4
export LEC_CHECK = 1
export CORE_UTILIZATION = 40
==> flow/constraint.sdc <==
current_design simple_spi_top

set clk_period 7.5
set clk_io_pct 0.2

create_clock -name clk0 -period $clk_period [get_ports {pclk_i}]

set non_clock_inputs [all_inputs -no_clocks]
set_input_delay [expr $clk_period * $clk_io_pct] -clock clk0 $non_clock_inputs
set_output_delay [expr $clk_period * $clk_io_pct] -clock clk0 [all_outputs]
==> flow/design.v <==
`timescale 1ns / 10ps
// synopsys translate_off
// synopsys translate_on
module fifo4(clk, rst, clr,  din, we, dout, re, full, empty);
parameter dw = 8;
input		clk, rst;
input		clr;
input   [dw:1]	din;
input		we;
output  [dw:1]	dout;
input		re;
output		full, empty;
reg     [dw:1]	mem[0:3];
reg     [1:0]   wp;
reg     [1:0]   rp;
wire    [1:0]   wp_p1;
wire    [1:0]   wp_p2;
wire    [1:0]   rp_p1;
wire		full, empty;
reg		gb;
always @(posedge clk or negedge rst)
        if(!rst)	wp <= #1 2'h0;
        else
        if(clr)		wp <= #1 2'h0;
        else
        if(we)		wp <= #1 wp_p1;
assign wp_p1 = wp + 2'h1;
assign wp_p2 = wp + 2'h2;
always @(posedge clk or negedge rst)
        if(!rst)	rp <= #1 2'h0;
        else
        if(clr)		rp <= #1 2'h0;
        else
        if(re)		rp <= #1 rp_p1;
assign rp_p1 = rp + 2'h1;
assign  dout = mem[ rp ];
always @(posedge clk)
        if(we)	mem[ wp ] <= #1 din;
assign empty = (wp == rp) & !gb;
assign full  = (wp == rp) &  gb;
always @(posedge clk)
	if(!rst)			gb <= #1 1'b0;
	else
	if(clr)				gb <= #1 1'b0;
	else
	if((wp_p1 == rp) & we)		gb <= #1 1'b1;
	else
	if(re)				gb <= #1 1'b0;
endmodule
// synopsys translate_off
// synopsys translate_on
module simple_spi_top( 
   prdata_o, pirq_o, sck_o, mosi_o, ssn_o, 
   pclk_i, prst_i, psel_i, penable_i, paddr_i, pwrite_i, pwdata_i, 
   miso_i
   );
   input         pclk_i;          
   input         prst_i;          
   input         psel_i;          
   input         penable_i;       
   input [2:0]   paddr_i;         
   input         pwrite_i;        
   input [7:0]   pwdata_i;        
   output [7:0]  prdata_o;        
   reg [7:0]     prdata_o;
   output        pirq_o;          
   reg           pirq_o;
   output        sck_o;           
   reg           sck_o;
   output        mosi_o;          
   input         miso_i;          
   output [7:0]  ssn_o;   
   reg [7:0] spcr;        
   wire [7:0] spsr;        
   reg [7:0]  sper;        
   reg [7:0]  treg;  
   reg [7:0]  spssr;		 
   wire [7:0] rfdout;
   reg        wfre, rfwe;
   wire       rfre, rffull, rfempty;
   wire [7:0] wfdout;
   wire       wfwe, wffull, wfempty;
   wire       tirq;      
   wire       wfov;      
   reg [1:0]  state;     
   reg [2:0]  bcnt;
   wire       apb_acc = psel_i & penable_i;
   wire       apb_wr = psel_i & penable_i & pwrite_i;
   reg        ack;
   assign     ssn_o = spssr;
   always @(posedge pclk_i or negedge prst_i)
     if (~prst_i)
       begin
          spcr <= #1 8'h10;   
          sper <= #1 8'h00;
		  spssr <= #1 8'hFF;
       end
     else
       if (apb_wr) begin
          if (paddr_i == 3'b000)
            spcr <= #1 pwdata_i | 8'h10;  
          else if (paddr_i == 3'b011)
            sper <= #1 pwdata_i;
  		  else if (paddr_i == 3'b100)
		    spssr <= #1 pwdata_i;
       end
   assign wfwe = apb_acc & (paddr_i == 3'b010) & pwrite_i;
   assign wfov = wfwe & wffull;
   always @(posedge pclk_i)
     case(paddr_i) // synopsys full_case parallel_case
       3'b000: prdata_o <= #1 spcr;
       3'b001: prdata_o <= #1 spsr;
       3'b010: prdata_o <= #1 rfdout;
       3'b011: prdata_o <= #1 sper;
	   3'b100: prdata_o <= #1 spssr;
	   default: prdata_o <= #1 8'bX;
     endcase
   assign rfre = apb_acc & (paddr_i == 3'b010) & ~pwrite_i;
   always @(posedge pclk_i or negedge prst_i)
     if (~prst_i)
       ack <= #1 1'b0;
     else
       ack <= #1 apb_acc & ~ack;
   wire   spie = spcr[7];    
   wire   spe  = spcr[6];    
   wire   dwom = spcr[5];    
   wire   mstr = spcr[4];    
   wire   cpol = spcr[3];    
   wire   cpha = spcr[2];    
   wire [1:0] spr  = spcr[1:0];  
   wire [1:0] icnt = sper[7:6];  
   wire [1:0] spre = sper[1:0];  
   wire [3:0] espr = {spre, spr};
   wire       wr_spsr = apb_wr & (paddr_i == 3'b001);
   reg        spif;
   always @(posedge pclk_i)
     if (~spe)
       spif <= #1 1'b0;
     else
       spif <= #1 (tirq | spif) & ~(wr_spsr & pwdata_i[7]);
   reg        wcol;
   always @(posedge pclk_i)
     if (~spe)
       wcol <= #1 1'b0;
     else
       wcol <= #1 (wfov | wcol) & ~(wr_spsr & pwdata_i[6]);
   assign     spsr[7]   = spif;
   assign     spsr[6]   = wcol;
   assign     spsr[5:4] = 2'b00;
   assign     spsr[3]   = wffull;
   assign     spsr[2]   = wfempty;
   assign     spsr[1]   = rffull;
   assign     spsr[0]   = rfempty;
   always @(posedge pclk_i)
     pirq_o <= #1 spif & spie;
   fifo4 #(8) rfifo
     (.clk   ( pclk_i   ),
	  .rst   ( prst_i   ),
	  .clr   ( ~spe    ),
	  .din   ( treg    ),
	  .we    ( rfwe    ),
	  .dout  ( rfdout  ),
	  .re    ( rfre    ),
	  .full  ( rffull  ),
	  .empty ( rfempty )
      );
   fifo4 #(8) wfifo
     (.clk   ( pclk_i   ),
	  .rst   ( prst_i   ),
	  .clr   ( ~spe    ),
	  .din   ( pwdata_i   ),
	  .we    ( wfwe    ),
	  .dout  ( wfdout  ),
	  .re    ( wfre    ),
	  .full  ( wffull  ),
	  .empty ( wfempty )
      );
   reg [11:0] clkcnt;
   always @(posedge pclk_i)
     if(spe & (|clkcnt & |state))
       clkcnt <= #1 clkcnt - 10'h1;
     else
       case (espr) // synopsys full_case parallel_case
         4'b0000: clkcnt <= #1 12'h0;    
         4'b0001: clkcnt <= #1 12'h1;    
         4'b0010: clkcnt <= #1 12'h3;    
         4'b0011: clkcnt <= #1 12'hf;    
         4'b0100: clkcnt <= #1 12'h1f;   
         4'b0101: clkcnt <= #1 12'h7;    
         4'b0110: clkcnt <= #1 12'h3f;   
         4'b0111: clkcnt <= #1 12'h7f;   
         4'b1000: clkcnt <= #1 12'hff;   
         4'b1001: clkcnt <= #1 12'h1ff;  
         4'b1010: clkcnt <= #1 12'h3ff;  
         4'b1011: clkcnt <= #1 12'h7ff;  
       endcase
   wire       ena = ~|clkcnt;
   always @(posedge pclk_i)
     if (~spe)
       begin
          state <= #1 2'b00;  
          bcnt  <= #1 3'h0;
          treg  <= #1 8'h00;
          wfre  <= #1 1'b0;
          rfwe  <= #1 1'b0;
          sck_o <= #1 1'b0;
       end
     else
       begin
          wfre <= #1 1'b0;
          rfwe <= #1 1'b0;
          case (state) //synopsys full_case parallel_case
            2'b00:  
              begin
                 bcnt  <= #1 3'h7;    
                 treg  <= #1 wfdout;  
                 sck_o <= #1 cpol;    
                 if (~wfempty) begin
                    wfre  <= #1 1'b1;
                    state <= #1 2'b01;
                    if (cpha) sck_o <= #1 ~sck_o;
                 end
              end
            2'b01:  
              if (ena) begin
                 sck_o   <= #1 ~sck_o;
                 state   <= #1 2'b11;
              end
            2'b11:  
              if (ena) begin
                 treg <= #1 {treg[6:0], miso_i};
                 bcnt <= #1 bcnt -3'h1;
                 if (~|bcnt) begin
                    state <= #1 2'b00;
                    sck_o <= #1 cpol;
                    rfwe  <= #1 1'b1;
                 end else begin
                    state <= #1 2'b01;
                    sck_o <= #1 ~sck_o;
                 end
              end
            2'b10: state <= #1 2'b00;
          endcase
       end
   assign mosi_o = treg[7];
   reg [1:0] tcnt;  
   always @(posedge pclk_i)
     if (~spe)
       tcnt <= #1 icnt;
     else if (rfwe)  
       if (|tcnt)
         tcnt <= #1 tcnt - 2'h1;
       else
         tcnt <= #1 icnt;
   assign    tirq = ~|tcnt & rfwe;
endmodule
==> flow_summary.json <==
{
  "status": "completed",
  "grt_usage_pct": 19.0,
  "clock_path_buffers": 2,
  "critical_path.top_delay_family": "simple AND/OR/NAND/NOR gates",
  "vias": 3855,
  "cts_tree": "done",
  "power_leakage_uw": 0.00275,
  "finalClockPeriodUsage_pct": 46.6,
  "postSynthCellCount": 471,
  "cts_hold_buf": 0,
  "seq_area_sq_mm": 0.00371,
  "final.setup_skew_ns": 0.0109,
  "rsz0062_at_grt": "false",
  "comb_power_share_pct": 10.8,
  "post-cts-setup-buffers": 0,
  "grt_max_degree": 33,
  "path_max_fanout": 21,
  "grt_pass1_vias": 3815,
  "final-comb-area_sq_mm": 0.00240,
  "setup_violations": 0,
  "port_buffers": 35,
  "ys_area_sq_mm": 0.00631,
  "ys_cells": 471,
  "max_cap_viol_count": 0,
  "cp-end-kind": "flip-flop",
  "top_cells_by_area": "edfxtp_1, dfxtp_1, dfrtp_1",
  "startpoint_type": "input port",
  "grt_pass1_wl_um": 22100,
  "ctsResizeCount": 0,
  "period_needed_ns": 3.49,
  "internal-power_uw": 1520,
  "seq_area_frac_synth_pct": 58.8,
  "wl_per_cell_um": 18.8,
  "die_h_um": 128,
  "drive_gt1_share_pct": 18.1,
  "min_path_type": "flip-flop to flip-flop",
  "tns_ns": 0,
  "cp_slowest_cell": "clkdlybuf4s50_1",
  "timing.slew.headroom_pct": 42.5,
  "setup.worst_path.class": "input port to flip-flop",
  "crit_required_ns": 7.58,
  "area_delta_synth_final_pct": 17.4,
  "cts-root-buf": "clkbuf_16",
  "antenna_found_initial": 0,
  "core_area_sq_mm": 0.0153,
  "rows": 45,
  "place_hpwl_um": 9390,
  "ys_seq_elements": 138,
  "lay_top_count": "edfxtp_1",
  "vdd_ir_drop_max_mv": 0.159,
  "syn_area_per_cell_sq_um": 13.4,
  "drtIter0Drc": 269,
  "clock.latency.late_pin_ns": 0.42,
  "antenna_cells": 0,
  "synth_area_sq_mm": 0.00631,
  "routabilityCongestion": 0.863,
  "io_pins": 36,
  "worst-endpoint-arrival_ns": 3.57,
  "p_switching_uw": 492,
  "fmax_mhz": 286,
  "route.detailed.drc": 0,
  "ys.flop_type": "edfxtp_1",
  "hold_viol": 0,
  "p_per_area_mw_per_mm2": 272,
  "initCoreUtil_pct": 41.2,
  "synthArstFlopShare_pct": 22.5,
  "ant_nets": 0,
  "fin_ws_ns": 4.01,
  "edf_count": 78,
  "yosys_warnings": 5,
  "drt_wl_total_um": 13700,
  "yosys.cell_types.count": 62,
  "grt_overflow": 0,
  "drv_slew": 0,
  "dieArea_sq_mm": 0.0163,
  "die_w_um": 128,
  "post-place-ws_ns": 3.59,
  "avgViaCountPerCell": 5.31,
  "power.share.sequential_pct": 47.4,
  "tool_warnings": 35,
  "swShare_pct": 24.4,
  "crit_chain": "clkdlybuf4s50_1, or3b_1, nor2_4, and2_1",
  "clkTransAtPathRegs_ns": 0.06,
  "most-common-layout-cells": "edfxtp_1, clkdlybuf4s50_1, nor2_1",
  "pwr-share-clk_pct": 41.8,
  "nFillCells": 1336,
  "numCtsBuffers": 17,
  "worst_pin_slew_ns": 0.863,
  "netlist.area_leader.share_pct": 37.1,
  "whs_ns": 0.468,
  "cpPeakStageDelay_ns": 0.73,
  "largest_area_cell": "edfxtp_1",
  "h-tree-depth": 4,
  "path_buffers": 1,
  "dr.pass1.iters": 4,
  "clock_sinks": 138
}
sequential cells by signal, summed over array words and instances (netlist names), 3 cells and up:
signal,flops
bcnt,3
treg,8
spcr,7
spssr,8
rfifo.mem,32
sper,8
prdata_o,8
wfifo.mem,32
clkcnt,12
final cells by class:
type	instances	area share (%)
flip-flops and latches	138	50.1
multi-input cells	289	32.4
clock buffers	17	5.75
repair buffers	37	4.93
well taps	211	3.57
clock inverters	15	2.33
inverters	19	0.963
cells in the mapped netlist (11+ instances only):
library cell and number:
nor2_1 34, a21oi_1 13, mux2i_1 19, clkbuf_1 14
mux2_2 22, inv_1 19, and2_1 11, dfrtp_1 23
edfxtp_1 78, mux4_2 16, nand3_1 11, dfxtp_1 29
ha_1 15, xor2_1 12, nand2_1 22
routing by layer:
layer	vias to the layer above	GRT usage [%]	share of wire, %
met5	-	0	0
met4	0	2.56	1.1
met3	9	8.92	10
met2	130	26.1	43
met1	1900	30.1	45
li1	1816	-	-
kinds of logic after synthesis:
group / after synthesis / synth area share (%)
AND-OR/OR-AND: 70 / 7.82
AND/OR/NAND/NOR: 118 / 9.82
flip-flops: 138 / 58.8
XOR/XNOR: 22 / 3.05
buffers and inverters: 44 / 3.21
multiplexers: 64 / 14.3
adder cells (fa/ha/maj): 15 / 2.98
per-stage QoR:
stage	utilization [%]	power (uW)	instance area [sq um]	instances
after CTS	48.3	2030	7400	726
final	48.3	2010	7400	726
after global placement	44.4	1180	6810	694
after detailed placement	44.4	1190	6810	694
after global routing	48.3	2110	7400	726
after floorplan	-	1090	6310	471
power by group through the flow:
stage     Clock [uW]  Sequential [uW]  Combinational, uW
5_1_grt          895              965                245
6_report         842              953                218
4_1_cts          858              953                220
path summary, 6_finish.rpt:
check	from	endpoint	slack, ns	depth (start not counted)
max	paddr_i[2]	wfifo.mem[3][1]	4.01	4
max reg2reg	clkcnt[0]	clkcnt[10]	5.00	7
max in group asynchronous	prst_i	spssr[7]	5.67	2
min	bcnt[1]	bcnt[1]	0.47	1
min in group asynchronous	prst_i	wfifo.wp[1]	1.49	2
min reg2reg	bcnt[1]	bcnt[1]	0.47	1
Power and IR drop assume default switching activity.
