==> config.mk <==
export PLATFORM = sky130hd
export DESIGN_NAME = ahb2wb
export DESIGN_NICKNAME = ahb2wb
export VERILOG_FILES = /design/flow/design.v
export SDC_FILE = /design/flow/constraint.sdc
export NUM_CORES = 4
export LEC_CHECK = 1
export CORE_UTILIZATION = 30
==> constraint.sdc <==
current_design ahb2wb

set clk_period 2.1
set clk_io_pct 0.2

create_clock -name clk0 -period $clk_period [get_ports {hclk}]

set non_clock_inputs [all_inputs -no_clocks]
set_input_delay [expr $clk_period * $clk_io_pct] -clock clk0 $non_clock_inputs
set_output_delay [expr $clk_period * $clk_io_pct] -clock clk0 [all_outputs]
==> design.v <==
// synopsys translate_off
// synopsys translate_on
// synopsys translate_off
`timescale 1ns/10ps
// synopsys translate_on
module ahb2wb
  (hclk, hresetn, hsel, hready_ba, haddr, hwrite, htrans, hsize, hburst,
   hwdata, hmaster, hmastlock, hready, hresp, hrdata, hsplit,
   wb_inta_i, wbm_adr_o, wbm_dat_o, wbm_sel_o, wbm_we_o,
   wbm_stb_o, wbm_cyc_o, wbm_dat_i, wbm_ack_i, wbm_rty_i, wbm_err_i,
   irq_o
  );
   parameter HAMAX = 8;
   parameter HDMAX = 8;
   parameter [1:0 ] IDLE = 2'b 00,
                    SELECTED = 2'b 01,
                    RESP_1 = 2'b 10,
                    RESP_2 = 2'b 11;
   input              hclk,
                      hresetn;
   input              hsel,
                      hready_ba,
                      hwrite,
                      hmastlock;           
   input [HAMAX-1:0]  haddr;
   input [1:0]        htrans;              
   input [2:0]        hsize,
                      hburst;              
   input [HDMAX-1:0]  hwdata;
   input [3:0]        hmaster;             
   input              wb_inta_i,
                      wbm_ack_i,
                      wbm_rty_i,
                      wbm_err_i;
   input [HDMAX-1:0]  wbm_dat_i;
   output             hready;
   output [1:0]       hresp;
   output [HDMAX-1:0] hrdata;
   output [15:0]      hsplit;
   output             wbm_we_o,
                      wbm_stb_o,
                      wbm_cyc_o;
   output [HAMAX-1:0] wbm_adr_o;
   output [HDMAX-1:0] wbm_dat_o;
   output [3:0]       wbm_sel_o;
   output             irq_o;
   reg                wbm_stb_o, wbm_we_o, irq_o;
   reg [3:0]          wbm_sel_o;
   reg                hready;
   reg [1:0]          hresp;
   reg [HDMAX-1:0]    hrdata;
   reg [15:0]         hsplit;
   reg [HAMAX-1:0]    wbm_adr_o;
   reg                wbm_cyc_o;
   reg [HDMAX-1:0]    wbm_dat_o;
   wire               wb_stb_start_next, wb_stb_end_next, wb_cyc_next;
   reg                hready_s;
   reg [1:0]          hresp_s;
   reg [HDMAX-1:0]    hrdata_s;
   reg [15:0]         hsplit_s;
   reg [1:0]          state, next_state;
   assign             wb_stb_start_next =  hready_ba & hsel;
   assign             wb_stb_end_next =  wbm_ack_i  | wbm_err_i | wbm_rty_i;
   assign             wb_cyc_next =  hready_ba;
   always @ (posedge hclk or negedge hresetn) begin
      if (!hresetn) begin
         wbm_we_o <= #1 1'b  0;
         wbm_sel_o <= #1 4'h 0;
         wbm_cyc_o <= #1 0;
         wbm_stb_o <= #1 0;
         wbm_adr_o <= #1 0;
         wbm_dat_o <= #1 0;
      end else begin
         if (wb_cyc_next)
           wbm_cyc_o <= #1 1;
         else if (!wb_cyc_next & wbm_stb_o & !wb_stb_end_next)
           wbm_cyc_o <= #1 1;
         else
           wbm_cyc_o <= #1 0;
         if (wb_stb_end_next) begin
            wbm_stb_o <= #1 0;
            wbm_we_o <= #1 1'h  0;
         end else if (wb_stb_start_next) begin
            wbm_dat_o <= #1 hwdata;
            wbm_adr_o <= #1 haddr;
            wbm_stb_o <= #1 1;
            wbm_we_o  <= #1 hwrite;
            case (hsize)
              0: wbm_sel_o <= #1 4'h 1;
              1: wbm_sel_o <= #1 4'h 3;
              2: wbm_sel_o <= #1 4'h f;
              default: wbm_sel_o <= #1 4'h x;
            endcase
         end else if (!wbm_cyc_o) begin  
            wbm_dat_o <= #1 hwdata;      
            wbm_adr_o <= #1 haddr;
            wbm_we_o  <= #1 hwrite;
         end
      end
   end  
   always @ (  
 hresp or state or wb_cyc_next
             or wb_stb_start_next or wbm_ack_i or wbm_dat_i
             or wbm_err_i or wbm_rty_i) begin
      hsplit_s = 16'b 0;  
      hready_s = 1;		
      hresp_s = 2'b00;
      hrdata_s = 8'b 0;
      next_state = IDLE;
      case (state)
        IDLE: begin
           if (wb_stb_start_next) begin
              next_state = SELECTED;
              hready_s = 0;
           end
        end
        SELECTED: begin
           hready_s = 0;
           next_state = SELECTED;
           if (wbm_err_i) begin
              hresp_s = 2'b01;
              hready_s = 0;
              next_state = RESP_1;
           end else if (wbm_rty_i) begin
              hresp_s = 2'b10;
              hready_s = 0;
              next_state = RESP_1;
           end else if (wbm_ack_i) begin
              hresp_s = 2'b00;
              hready_s = 1;
              hrdata_s = wbm_dat_i;
              next_state = RESP_2;
           end
        end
        RESP_1: begin               
           hready_s = 1;
           hresp_s = hresp;         
           if (wb_cyc_next)         
             next_state = RESP_2;
           else begin
              next_state = RESP_1;
              hready_s = 0;
           end
        end
        RESP_2: begin
           hready_s = 1;
           if (wb_cyc_next) begin   
              hresp_s = 2'b00;
              hready_s = 1;
              next_state = IDLE;
           end else begin
              next_state = RESP_2;
              hresp_s = hresp;      
           end
        end
        default: begin              
           next_state = IDLE;
           hready_s = 1'b x;
           hresp_s = 2'bxx;
           hrdata_s = 8'b x;
           hsplit_s = 16'b 0;
        end
      endcase  
   end  
   always @ (posedge hclk or negedge hresetn) begin
      if (!hresetn) begin
         state  <= #1 IDLE;
         hresp  <= #1 2'bxx;
         hrdata <= #1  8'b x;
         hsplit <= #1 16'b 0;
         hready <= #1 1'b 1;		
         irq_o  <= #1 1'b 0;
      end else begin
         state  <= #1 next_state;
         hresp  <= #1 hresp_s;
         hrdata <= #1 hrdata_s;
         hsplit <= #1 hsplit_s;
         hready <= #1 hready_s;
         irq_o  <= #1  wb_inta_i;
      end
   end
endmodule  
==> run.sh <==
#!/bin/bash
# OpenROAD 26Q1-2900-gdf79404cd8, Yosys 0.63+post, stock flow scripts
make -C /OpenROAD-flow-scripts/flow DESIGN_CONFIG=/design/flow/config.mk WORK_HOME=/design/flow/orfs finish
==> flow_summary_export.csv <==
group,metric,value,unit
final_timing,hold_violations,0,
critical_path,cp-startpoint,"wbm_rty_i",
pwr,power_density,761.7,mW/mm^2
synthesis,synth_stat.cells,120,
final_timing,min_period_over_period,84.14,%
final_timing,setup_violations,0,
clocking,numCtsBuffers,5,
synthesis,syn_area,0.001638,sq mm
synthesis,netlist.top_cell.by_area,"dfrtp_1",
critical_path,required,2260,ps
synthesis,yosysUniqueCellTypes,30,
final_timing,rsz0062_at_grt,"no",
clocking,h-tree-depth,2,
clocking,cts-root-buf,"clkbuf_8",
synthesis,ys_ff,38,
synthesis,yosysMostFrequentCell,"dfrtp_1",
drt,wirelength,3116,microns
die,fp_util,31.66,%
synthesis,avgSynthCellArea,13.65,sq um
clocking,clock_path_buffers,2,
pwr,power_leakage,1.125,nW
final_layout,area_growth,53.02,%
critical_path,rr_startpoint,"wbm_cyc_o",
clocking,clk_pin_slew,70,ps
die,row_count,26,
placement,gp_congestion,0.7049,
synthesis,postSynthCellCount,120,
grt,grt_use_met3,3.083,%
synthesis,synth-async-reset-ratio,100.0,%
grt,grt_pass1_vias,1013,
drt,route.detailed.drc,0,
critical_path,cp-end-kind,"flip-flop",
final_layout,fin_area,0.002506,sq mm
die,ioPinCount,97,
placement,dp_cells,264,
drt,dr.pass1.iters,3,
synthesis,common_cells,"dfrtp_1 (36), buf_4 (17), mux2_4 (10)",
critical_path,worst_setup_path_start_kind,"input pin",
grt,globalRouteTotalUtil,10.50,%
synthesis,synth_seq_share,58.21,%
critical_path,crit_path_max_fanout,16,
status,status,"finished, final reports clean",
final_layout,fin_cells,272,
job,warnings,35,
drt,drtIter0Drc,40,
final_timing,clock_skew,2.831,ps
final_timing,period_needed,1767,ps
clocking,cts_resized,0,
drt,wl_per_cell,11.46,microns
grt,antenna_found_initial,0,
die,die_h,75.89,microns
die,chipWidth,75.89,microns
synthesis,edf_count,0,
critical_path,worstSetupPathType,"in -> reg",
job,drv_cap,0,
grt,busiest_layer,"met2",
drt,vias_per_cell,4.051,
clocking,post-cts-setup-buffers,0,
critical_path,arrival,1930,ps
synthesis,topCellsByArea,"dfrtp_1 (55%), mux2_4 (9.2%), buf_4 (7.8%), mux2_2 (4.8%), dfstp_2 (3.2%)",
final_timing,drv_slew,0,
clocking,cts_hold_buf,0,
grt,grt_use_met2,17.21,%
synthesis,yosys.stat.chipArea,0.001638,sq mm
pwr,ir_worst_vdd,297.5,uV
drt,drtAntennaViolNets,0,
die,die-area,0.005759,sq mm
drt,via_count,1102,
final_timing,clock.fmax,565.9,MHz
placement,place_area,0.002397,sq mm
grt,met1_usage,14.41,%
clocking,cts_num_sinks,38,
synthesis,synth_top_area_share,55.00,%
synthesis,synthFlopType,"dfrtp_1",
clocking,cts_tree,"done",
clocking,clk_latency,280,ps
grt,grt_start_max_net_pins,17,
drt,n_antenna_cell,0,
placement,io_buffers,70,
die,core_area,0.005172,sq mm
placement,dp_hpwl,2453,microns
grt,grt-ovfl-total,0,
final_timing,finalSetupTns,0,ps
final_layout,nFillCells,437,
synthesis,ys_warn_count,2,
grt,grt_pass1_wl,4547,microns
final_layout,drive_gt1_share,19.80,%
min_path,hp-class,"in -> async",
==> path summary, 6_finish.rpt <==
kind	endpoint	slack, ps	cells past startpoint
min in group clk0	wbm_sel_o[0]	480	1
setup / recovery	wbm_dat_o[0]	330	5
hold reg to reg	wbm_sel_o[0]	480	1
setup reg to reg	wbm_dat_o[0]	810	4
hold / removal	wbm_adr_o[0]	7	1
max in group asynchronous	wbm_dat_o[4]	1620	2
==> per-layer routing <==
layer / part of all wire [%] / vias to the layer above / wire length, microns
li1: - / 533 / -
met1: 45 / 507 / 1391
met2: 44 / 57 / 1375
met3: 9.6 / 5 / 299
met4: 1.6 / 0 / 50
met5: 0 / - / 0
==> sequential cells by signal (all words and copies together), names as in the netlist <==
| signal | count |
|---|---|
| hrdata | 8 |
| hready | 1 |
| hresp | 2 |
| irq_o | 1 |
| state | 4 |
| wbm_adr_o | 8 |
| wbm_cyc_o | 1 |
| wbm_dat_o | 8 |
| wbm_sel_o | 3 |
| wbm_stb_o | 1 |
| wbm_we_o | 1 |
==> layout make-up <==
class | instances | area, sq um | share of cell area, %
Timing Repair Buffer | 78 | 768.2 | 30.65
Clock inverter | 3 | 40.04 | 1.598
Multi-Input combinational cell | 74 | 573.1 | 22.87
Clock buffer | 5 | 68.82 | 2.746
Tap cell | 70 | 87.58 | 3.495
Inverter | 4 | 15.01 | 0.5991
Sequential cell | 38 | 953.4 | 38.04
==> cells by family (layout without fill, tap and decap cells) <==
| kind of cell | Yosys count | after routing | synth area share [%] |
|---|---|---|---|
| other | 1 | 16 | 0.2290 |
| and+or+nand+nor | 25 | 25 | 9.473 |
| DFF | 38 | 38 | 58.21 |
| xor gates and xnor gates | 1 | 1 | 0.5349 |
| buffers and inverters | 23 | 90 | 10.24 |
| muxes | 19 | 19 | 15.20 |
| AOI/OAI and AO/OA | 13 | 13 | 6.112 |
==> worst max-delay path: stages <==
cell	delay [ps]
clkdlybuf4s50_1	420
or3_4	440
nor2_8	130
buf_12	170
mux2_2	350
==> metrics by stage <==
step	setup WS (ps)	power, W	utilization (%)	hold slack (ps)
floorplan	526.1	0.001060	-	124.4
global placement	45.00	0.001341	46.35	313.6
detailed placement	28.92	0.001346	46.35	318.5
CTS	335.9	0.001949	48.45	4.862
global route	302.0	0.002034	48.45	9.246
finish	333.0	0.001909	48.45	6.688
==> cell usage in the layout, fill, tap and decap left out, drive strengths merged, types with 2 or more instances in the layout <==
master / count
clkinv: 2
dfstp: 2
mux2i: 2
inv: 4
and2: 8
nand2: 5
nand2b: 2
buf: 9
mux2: 17
dfrtp: 36
clkbuf: 5
nor2: 4
clkdlybuf4s50: 69
o21ai: 5
conb: 16
nor3: 2
==> where the power goes <==
part,internal [W],switching (W)
Clock,0.000349,0.000234
Combinational,0.000330,0.0000967
Sequential,0.000845,0.0000543
Power figures rest on the tool's default switching activity, not on a simulated workload.
